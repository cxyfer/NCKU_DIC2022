## ./config.mk

```make
export PLATFORM = sky130hd
export DESIGN_NAME = ALU_8bit
export DESIGN_NICKNAME = ALU_8bit
export VERILOG_FILES = /design/flow/design.v
export SDC_FILE = /design/flow/constraint.sdc
export NUM_CORES = 4
export LEC_CHECK = 1
export CORE_AREA = 10 10 82 82
export DIE_AREA = 0 0 92 92
```

## ./constraint.sdc

```tcl
current_design ALU_8bit

set clk_period 4.4
set clk_io_pct 0.2

create_clock -name clk0 -period $clk_period

set non_clock_inputs [all_inputs -no_clocks]
set_input_delay [expr $clk_period * $clk_io_pct] -clock clk0 $non_clock_inputs
set_output_delay [expr $clk_period * $clk_io_pct] -clock clk0 [all_outputs]
```

## ./design.v

```verilog
module ALU_1bit (
	input a,
	input b,
	input less,
	input Ainvert,
	input Binvert,
	input c_in,
	input [1:0] op,
	output reg result,
	output reg c_out,
	output reg set,
	output reg overflow
);
reg tempA;
reg tempB;
wire tempOut;
wire tempCout;
FA FA_1(.s(tempOut), .carry_out(tempCout), .x(tempA), .y(tempB), .carry_in(c_in));
always @(*)
begin
	tempA = (Ainvert==1'b1)? ~a: a;
	tempB = (Binvert==1'b1)? ~b: b;
	case(op)
		2'b00: begin  
			result = tempA & tempB ;
		end
		2'b01: begin  
			result = tempA | tempB ;
		end
		2'b10: begin  
			result = tempOut;
			c_out = tempCout;
			overflow = c_in ^ c_out;
		end
		2'b11: begin  
			result = less;  
			c_out = tempCout;
			overflow = c_in ^ c_out;
			set = (tempA~^tempB) ~^ c_in;  
		end
	endcase
end
endmodule
module ALU_8bit(
	input [7:0] ALU_src1,
	input [7:0] ALU_src2,
	input Ainvert,
	input Binvert,
	input [1:0] op,
	output [7:0] result,
	output reg zero,
	output reg overflow
);
reg c_in = 1'b0;
wire OV[7:0];
wire set[7:0];
reg less1 = 1'b0;
reg less2 = 1'b0;
wire carry[7:0];
ALU_1bit ALU_1bit_0(.a(ALU_src1[0]), .b(ALU_src2[0]), .less(less1), .Ainvert(Ainvert), .Binvert(Binvert), .op(op), .c_in(c_in), .result(result[0]), .c_out(carry[0]), .set(set[0]), .overflow(OV[0]));
ALU_1bit ALU_1bit_1(.a(ALU_src1[1]), .b(ALU_src2[1]), .less(less2), .Ainvert(Ainvert), .Binvert(Binvert), .op(op), .c_in(carry[0]), .result(result[1]), .c_out(carry[1]), .set(set[1]), .overflow(OV[1]));
ALU_1bit ALU_1bit_2(.a(ALU_src1[2]), .b(ALU_src2[2]), .less(less2), .Ainvert(Ainvert), .Binvert(Binvert), .op(op), .c_in(carry[1]), .result(result[2]), .c_out(carry[2]), .set(set[2]), .overflow(OV[2]));
ALU_1bit ALU_1bit_3(.a(ALU_src1[3]), .b(ALU_src2[3]), .less(less2), .Ainvert(Ainvert), .Binvert(Binvert), .op(op), .c_in(carry[2]), .result(result[3]), .c_out(carry[3]), .set(set[3]), .overflow(OV[3]));
ALU_1bit ALU_1bit_4(.a(ALU_src1[4]), .b(ALU_src2[4]), .less(less2), .Ainvert(Ainvert), .Binvert(Binvert), .op(op), .c_in(carry[3]), .result(result[4]), .c_out(carry[4]), .set(set[4]), .overflow(OV[4]));
ALU_1bit ALU_1bit_5(.a(ALU_src1[5]), .b(ALU_src2[5]), .less(less2), .Ainvert(Ainvert), .Binvert(Binvert), .op(op), .c_in(carry[4]), .result(result[5]), .c_out(carry[5]), .set(set[5]), .overflow(OV[5]));
ALU_1bit ALU_1bit_6(.a(ALU_src1[6]), .b(ALU_src2[6]), .less(less2), .Ainvert(Ainvert), .Binvert(Binvert), .op(op), .c_in(carry[5]), .result(result[6]), .c_out(carry[6]), .set(set[6]), .overflow(OV[6]));
ALU_1bit ALU_1bit_7(.a(ALU_src1[7]), .b(ALU_src2[7]), .less(less2), .Ainvert(Ainvert), .Binvert(Binvert), .op(op), .c_in(carry[6]), .result(result[7]), .c_out(carry[7]), .set(set[7]), .overflow(OV[7]));
always @(*)
begin
	zero = result==0 ? 1 : 0;
	overflow = OV[7];
	c_in = Binvert? 1'b1: 1'b0;  
	less1 = set[7] ^ OV[7];
end
endmodule
module HA(s, c, x, y);
input        x;
input        y;
output       s;
output       c;
xor (s, x, y);
and (c, x, y);
endmodule
module FA(s, carry_out, x, y, carry_in);
input        x;
input        y;
input        carry_in;
output       s;
output       carry_out;
wire         s1, c1, c2;
HA HA_1(.s(s1), .c(c1), .x(x), .y(y));
HA HA_2(.s(s), .c(c2), .x(carry_in), .y(s1));
or (carry_out, c1, c2);
endmodule
```

## ./run.sh

```bash
#!/bin/bash
# OpenROAD 26Q1-2900-gdf79404cd8, Yosys 0.63+post, stock flow scripts
make -C /OpenROAD-flow-scripts/flow DESIGN_CONFIG=/design/flow/config.mk WORK_HOME=/design/flow/orfs finish
```

==> summary.rpt <==
FLOW METRICS REPORT
----------------------------------------------------
[Synth]
  Top FF cell, synth ........................ sky130_fd_sc_hd__dlxtn_1
  Gate count of the mapped netlist ........................ 117
  Post-synth area from yosys stat ........................ 1038 µm²
  Multiplexer share ........................ 0.08916
  Syn avg cell area ........................ 8.876 µm²
  AND/OR/NAND/NOR Cells, Area Fraction ........................ 0.05783
  Count of flip-flops with a built-in enable after synthesis ........................ 0
  Compound Share, Synth ........................ 0.03855
  Area share of fa/ha/maj cells after synthesis ........................ 0.3277
  Fraction of synthesis flops using an asynchronous set or reset pin ........................ 0
  Prevailing logic family in the synthesized netlist ........................ adder cells
  Number of cells in the yosys synthesis report ........................ 117
  Distinct lib cells used ........................ 21
  Synth warn ........................ 2
  Mapped cell area ........................ roughly 1000 µm²
  Xor and xnor fraction of the mapped netlist area ........................ 0.1783
  Synthesized flop and latch total ........................ 9

[STA]
  Count of unclocked register or latch pins ........................ 9
  Setup Viol. Count Final ........................ 0
  Count of endpoints without a timing constraint ........................ 10
  Relative slew margins ........................ 0.7473
  Transition time of the tightest slew-check pin ........................ roughly 0.38 ns
  RSZ-0062 raised after global routing ........................ false
  Hold Violations, Final ........................ 0
  Final setup margin ........................ ~0.14 ns
  Final sum of negative setup slack ........................ 0 ns
  Minimum clock period ........................ between 4 and 5 ns
  Pins over their slew limit ........................ 0
  Share of the clock period used by the worst path ........................ 0.9691
  Peak clock frequency supported by timing ........................ 0.2345 GHz

[Global route]
  Number of global-route vias before repair ........................ between 800 and 900
  First-pass GRT wire length ........................ 3636 µm
  Number of antenna violations at the first check in global routing ........................ 0
  All-layer global routing usage ........................ 0.05151
  Congestion Overflow GR ........................ 0
  Maximum number of pins on one net before global-route repair ........................ 9

[Finish]
  Leading cell type in the layout, fill and taps excluded ........................ sky130_fd_sc_hd__clkdlybuf4s50_1
  Register cell area after layout ........................ 135.1 µm²
  Layout cell share with drive strength beyond 1 ........................ 0.1935
  Commonest cells after routing, fill and taps aside ........................ sky130_fd_sc_hd__clkdlybuf4s50_1, sky130_fd_sc_hd__inv_1, sky130_fd_sc_hd__buf_4
  Area growth from synthesis to layout ........................ 49.40%
  Logic area ........................ 777.0 µm²
  Total of fill cells in the finished design ........................ 558

[Worst setup path]
  Worst Path Class, Setup ........................ input port to output pin
  Category of the worst setup path launch point ........................ input port
  Nature of the critical path endpoint ........................ output pin
  Worst path max stage delay ........................ 0.47 ns
  Critical Path Source ........................ Ainvert
  Cell seen most often among critical-path stages ........................ sky130_fd_sc_hd__clkdlybuf4s50_1
  Worst Path Buf+Inv ........................ 4
  Critical-path cell list ........................ clkdlybuf4s50_1 -> buf_6 -> xnor2_1 -> inv_1 -> fa_1 -> nand2_1 -> o21ai_0 -> nor4_2 -> and2_1 -> clkdlybuf4s50_1
  Critical-path maximum fanout ........................ 8
  Master of the slowest instance on the critical path ........................ sky130_fd_sc_hd__clkdlybuf4s50_1
  Largest delay share family, worst path ........................ buffers and inverters
  Crit path capture ........................ zero
  Required time of the critical path ........................ approximately 3.5 ns
  Path length in cells of the critical path ........................ 10
  Arrival time worst endpoint ........................ about 3.4 ns

[Flow run]
  Maximum capacitance violations ........................ 0
  Count of tool warnings ........................ 47

[Route]
  First DRT Iteration DRCs ........................ 10
  Routed WL per cell ........................ 9.853 µm
  Antenna fix cells ........................ 0
  DRT antenna net count ........................ 0
  DRC errors left ........................ 0
  Routed vias/inst ........................ 3.373
  Total Routed Length ........................ 2217 µm
  Number of vias in the routed layout ........................ between 700 and 800
  Drt first pass iters ........................ 3

[Floorplan]
  Top-level port count ........................ 30
  Initial standard-cell utilization of the core ........................ 0.2046
  Vertical die dimension ........................ roughly 92 µm
  Die Span X ........................ roughly 92 µm
  Total core area ........................ 5075 µm²
  Total number of placement rows ........................ 26
  Chip area ........................ roughly 8500 µm²

[Worst hold path]
  Path class of the lowest-slack min-delay path ........................ input port to output pin

[Power and ir drop]
  Pwr Total ........................ 0.1900 mW
  Leakage ........................ 0.7403 nW
  Ratio of total power to cell area ........................ roughly 120 nW/µm²
  Worst vdd ir ........................ 0.05753 mV

[Status]
  Outcome ........................ completed

[Place]
  Count of input and output buffers ........................ 30
  Routability congestion estimate ........................ 0.7976
  HPWL reported at the end of detailed placement ........................ between 1500 and 2000 µm
  Pre-CTS worst setup slack ........................ 0.04120 ns

----------------------------------------------------
routing by layer:
metal,vias to the layer above,track usage,routed length (µm)
met5,-,0,0
met4,0,0,0
met3,0,0.009885,126
met2,18,0.08353,1016
met1,328,0.07413,1074
li1,413,-,-
logic make-up (layout without fill, tap and decap cells):
logic type                 Yosys count  in the layout
and+or+nand+nor                     13             13
latches                              9              9
buffers and inverters               37             75
muxes                                8              8
adders and majority gates           23             23
AOI/OAI and AO/OA                    8              8
xor gates and xnor gates            19             19
worst min path at each step:
stage / end / depth (start not counted) / from / slack (ns)
CTS: result[7] / 3 / op[1] / 2.92
global route: result[7] / 3 / op[1] / 2.95
finish: result[7] / 3 / op[1] / 2.90
metrics by stage:
stage               hold slack (ns)  area (µm²)  cells  utilization
global placement              2.906        1478    224       0.2912
CTS                           2.917        1478    224       0.2912
global route                  2.952        1551    225       0.3057
detailed placement            2.912        1478    224       0.2912
finish                        2.903        1551    225       0.3057
floorplan                     2.050        1039    117            -
sequential cells by signal, indices dropped and copies added, names as in the netlist:
register             cells
ALU_1bit_7.overflow      1
ALU_1bit_7.set           1
ALU_1bit_1.c_out         1
ALU_1bit_2.c_out         1
ALU_1bit_0.c_out         1
ALU_1bit_6.c_out         1
ALU_1bit_3.c_out         1
ALU_1bit_5.c_out         1
ALU_1bit_4.c_out         1
synth_stat cells (2+ instances only):
master,n,share of area
sky130_fd_sc_hd__inv_1,25,0.090
sky130_fd_sc_hd__ha_1,16,0.19
sky130_fd_sc_hd__xor2_1,10,0.084
sky130_fd_sc_hd__dlxtn_1,9,0.13
sky130_fd_sc_hd__buf_4,8,0.058
sky130_fd_sc_hd__nand2_1,8,0.029
sky130_fd_sc_hd__xnor2_1,8,0.067
sky130_fd_sc_hd__fa_1,7,0.13
sky130_fd_sc_hd__mux2i_1,7,0.067
sky130_fd_sc_hd__o21ai_0,6,0.029
sky130_fd_sc_hd__buf_6,2,0.022
sky130_fd_sc_hd__nor4_1,2,0.012
what timing repair did:
| action | 4_1_cts | 5_1_grt |
|---|---|---|
| setup endpoints to repair | 0 | 1 |
| hold endpoints to repair | 0 | 0 |
| buffers inserted | 0 | 1 |
| hold buffers | 0 | 0 |
| resized | 0 | 10 |
area by class of cell:
cell class	count	share of cell area
Timing Repair Buffer	50	0.2952
Multi-Input combinational cell	71	0.5008
Tap cell	70	0.05645
Sequential cell	9	0.08710
Inverter	25	0.06048
power breakdown:
part | internal [mW] | total, mW | switching, mW
registers | 0.0127 | 0.0193 | 0.00667
logic | 0.102 | 0.171 | 0.0688
clock network | 0 | 0 | 0
Power and IR drop assume default switching activity.
