--- run.sh ---
#!/bin/bash
# OpenROAD 26Q1-2900-gdf79404cd8, Yosys 0.63+post, stock flow scripts
make -C /OpenROAD-flow-scripts/flow DESIGN_CONFIG=/design/flow/config.mk WORK_HOME=/design/flow/orfs finish
--- config.mk ---
export PLATFORM = sky130hd
export DESIGN_NAME = LZ77_Decoder
export DESIGN_NICKNAME = LZ77_Decoder
export VERILOG_FILES = /design/flow/design.v
export SDC_FILE = /design/flow/constraint.sdc
export NUM_CORES = 4
export LEC_CHECK = 1
export CORE_UTILIZATION = 40
--- constraint.sdc ---
current_design LZ77_Decoder

set clk_period 3.8
set clk_io_pct 0.2

create_clock -name clk0 -period $clk_period [get_ports {clk}]

set non_clock_inputs [all_inputs -no_clocks]
set_input_delay [expr $clk_period * $clk_io_pct] -clock clk0 $non_clock_inputs
set_output_delay [expr $clk_period * $clk_io_pct] -clock clk0 [all_outputs]
--- design.v ---
module LZ77_Decoder(clk,reset,code_pos,code_len,chardata,encode,finish,char_nxt);
input 				clk;
input 				reset;
input 		[3:0] 	code_pos;
input 		[2:0] 	code_len;
input 		[7:0] 	chardata;
output reg 			encode;
output reg 			finish;
output reg	[7:0] 	char_nxt;
reg [2:0] Count, NextCount;
reg [7:0] buffer [8:0];
reg [7:0] char_tmp;
integer i;
always @(posedge clk, posedge reset) begin
	if(reset) begin
		for (i=0; i<9; i=i+1) begin
			buffer[i] <= 8'h0;
		end
		Count  <= 3'b0;
		finish <= 1'b0;  
		encode <= 1'b0;  
	end
	else begin
		for (i=1; i<9; i=i+1) begin
			buffer[i] <= buffer[i-1];
		end
		Count <= NextCount;
		buffer[0] <= char_tmp;
		char_nxt  <= char_tmp; 
		finish <= (char_tmp == 8'h24) ? 1'b1 : 1'b0;
	end
end
always @(*) begin
	if(code_len == 3'b0 || Count == code_len) begin
		NextCount = 3'b0;
		char_tmp = chardata;  
	end
	else begin
		NextCount = Count + 3'b1;
		char_tmp = buffer[code_pos];
	end
end
endmodule
==> run summary <==
worst path required time: 4.09 ns
Resized cells post-CTS: 0
die area: 0.00824 sq mm
HPWL Detailed: 4.19 mm
fill cell count: 682
post-route setup slack: 0.841 ns
status: completed
Hold Path Depth: 0
number of port buffers: 25
worst reg2reg path endpoint: finish
largest stage delay on the critical path: 0.64 ns
fmax: 0.338 GHz
final setup violating endpoints: 0
CP max stage cell: or4b_4
Late-Pin Clk Latency: 0.35 ns
Via density: 5.34
first-pass GRT wire length: 10.5 mm
Hold Path Class: flip-flop to flip-flop
Max FO, Critical Path: 10
Synth Seq Share: 0.679
reg2reg path depth: 7
max_slew headroom: 0.465
Ys Warns: 2
Synth Instances: 233
setup bufs post-CTS: 0
row cnt: 32
synthesis-to-finish area growth: 18.8%
Clock transition at path regs: 0.08 ns
Worst R2R Setup Slack: 1.50 ns
Final Skew: 0.0122 ns
Antenna Cells: 0
Overflow after GRT: 0
initial antenna violation count: 0
drt wl/cell: 16.7 um
GR Util All Layers: 0.170
placer's final routability congestion estimate: 0.847
post-cts hold buffer count: 0
final tally of hold violations: 0
Starting Density: 0.410
Cell Count, Final, Fillers Out: 373
worst vdd rail ir drop: 246 uV
CTS max path bufs: 2
CTS tree: done
Inst Count DP: 357
Synth async-reset ratio: 0.905
vias in the first global route: 1,961
Critical R2R Launch: Count[1]
leakage power: 1.56 nW
Yosys Chip Area: 0.00315 sq mm
pre-CTS setup slack: 0.509 ns
Avg Cell Area, Syn: 13.5 sq um
WHS Endpoint: buffer[4][5]
final max-slew violation count: 0
Root Driver: clkbuf_8
Commonest Layout Cell: dfrtp_1
Cell Pwr Density: 673 mW/mm^2
period utilization: 0.779
Dominant flop cell: dfrtp_1
synth unique cells: 50
remaining antenna violation count after routing: 0
final setup TNS: 0 ns
CORE AREA: 0.00769 sq mm
Total Wirelength: 6.22 mm
total CTS buffers: 9
Die H: 90.8 um
Crit Path Class: input port to flip-flop
post-synthesis cell area: 0.00315 sq mm
Vias: 1,990
# DRC: 0
Top Layout Cells: dfrtp_1 (76), clkdlybuf4s50_1 (25), o22ai_1 (11), nor2_1 (10)
fin crit period: 2.96 ns
initial DRC count: 210
Arr. time, crit path: 3.25 ns
largest net degree at the start of global routing: 38
Critical Path Sink Type: flip-flop
worst hold slack: 0.374 ns
actual slew at the worst max-slew pin: 0.797 ns
Log Warnings: 25
number of I/O pins: 27
crit-path cells: clkdlybuf4s50_1 -> or4b_4 -> nor2_2 -> o22ai_1 -> o32a_1 -> mux2_4 -> a211oi_2 -> and4b_1
Max Cap Viol: 0
Post-synth EDFFs: 8
fraction of layout cells with a size suffix above 1: 0.140
startpoint types: input port
TritonRoute pass-1 iters: 4
unrepaired setup endpoints after global routing: no
worst hold start: buffer[3][5]
number of H-tree levels: 3
Yosys reg bits: 84
clk sinks: 84
die width: 90.8 um
# Cells Yosys: 233
-- per-stage QoR --
step	power [mW]	area, sq um	util
global placement	1.86	3530	0.459
CTS	2.54	3750	0.487
detailed placement	1.86	3530	0.459
finish	2.52	3750	0.487
global route	2.67	3750	0.487
floorplan	1.66	3150	-
-- cells in the mapped netlist, types with 6 or more instances --
cell type / count / area share
dfrtp_1: 76 / 0.60
o22ai_1: 11 / 0.022
nor2_1: 10 / 0.012
inv_1: 9 / 0.011
nand2_1: 9 / 0.011
edfxtp_1: 8 / 0.076
o21ai_0: 8 / 0.013
a31oi_1: 7 / 0.014
a32oi_1: 7 / 0.019
nand3_1: 7 / 0.011
nor3b_1: 7 / 0.017
mux2_2: 6 / 0.021
-- worst max-delay path by stage --
stage                  startpoint  cells past startpoint  slack, ns  endpoint
final                 code_pos[2]                      8       0.84    finish
after global routing  code_pos[2]                      8       0.73    finish
after CTS             code_pos[2]                      8       0.86    finish
-- routing by layer --
metal,global-route usage,wire [um],vias up
li1,-,-,930
met4,0.0159,52,0
met2,0.227,2610,81
met5,0,0,-
met3,0.0480,481,4
met1,0.303,3080,975
-- report_power, final --
part           internal (mW)  switching [mW]
sequential              1.27           0.204
combinational          0.202           0.172
clock                  0.370           0.306
total                   1.84           0.682
-- registers in the layout, summed over array words and instances, names as in the netlist --
name and count:
Count 3, buffer 72, char_nxt 8, finish 1
-- worst max-delay path, delay by kind of cell --
family,cells,cell delay [ns]
AOI/OAI and AO/OA,3,0.63
and+or+nand+nor,3,0.97
muxes,1,0.28
buffers and inverters,1,0.60
-- logic make-up after synthesis --
logic type / after synthesis / synth area share
other cells: 1 / 0.00119
fa+ha+maj: 1 / 0.00397
buf+inv: 21 / 0.0329
flops: 84 / 0.679
compound gates: 58 / 0.130
mux: 9 / 0.0365
simple gates: 56 / 0.108
xor+xnor: 3 / 0.00833
-- final cells by class --
cell class              count  area (sq um)  area share
well taps                 102           128      0.0341
repair buffers             34           318      0.0848
clock inverters             6          88.8      0.0237
flip-flops and latches     84          2140       0.572
inverters                   9          35.0     0.00935
clock buffers              10           128      0.0341
multi-input cells         128           907       0.242
Power and IR drop assume default switching activity.
